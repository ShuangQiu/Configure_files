==> design/flow/run.sh <==
#!/bin/bash
# OpenROAD 26Q1-2900-gdf79404cd8, Yosys 0.63+post, stock flow scripts
make -C /OpenROAD-flow-scripts/flow DESIGN_CONFIG=/design/flow/config.mk WORK_HOME=/design/flow/orfs finish
==> design/flow/config.mk <==
export PLATFORM = sky130hd
export DESIGN_NAME = clock_devider
export DESIGN_NICKNAME = clock_devider
export VERILOG_FILES = /design/flow/design.v
export SDC_FILE = /design/flow/constraint.sdc
export NUM_CORES = 4
export LEC_CHECK = 1
export CORE_UTILIZATION = 30
==> design/flow/constraint.sdc <==
current_design clock_devider

set clk_period 5.9
set clk_io_pct 0.2

create_clock -name clk0 -period $clk_period [get_ports {clk}]

set non_clock_inputs [all_inputs -no_clocks]
set_input_delay [expr $clk_period * $clk_io_pct] -clock clk0 $non_clock_inputs
set_output_delay [expr $clk_period * $clk_io_pct] -clock clk0 [all_outputs]
==> design/flow/design.v <==
module clock_devider(
input   clk,
input   x_clr,
output D_1us_clk, 
output D_1ms_clk,
output D_1s_clk,
output D_1m_clk,
output D_1h_clk,
output D_1d_clk);
reg D_1us_clk; 
reg D_1ms_clk;
reg D_1s_clk;
reg D_1m_clk;
reg D_1h_clk;
reg D_1d_clk;
reg[31:0] clk_count;
reg[31:0] clk_1us_count;
reg[31:0] clk_1ms_count;
reg[31:0] clk_1s_count;
parameter P_COUNT_1US = 50;           
parameter P_COUNT_1MS = P_COUNT_1US * 1000; 
parameter P_COUNT_1S  = P_COUNT_1MS * 1000; 
parameter P_COUNT_1M  = P_COUNT_1S * 60; 
parameter P_COUNT_1H  = P_COUNT_1M * 60 ; 
parameter P_COUNT_1D  = P_COUNT_1H * 24 ; 
always@(posedge clk or negedge x_clr)
begin
   if (!x_clr) begin
    clk_count <= 32'b0;
   end
   else begin
    clk_count <= clk_count + 1'b1;
   end
end
always@(posedge clk or negedge x_clr)
begin
   if (!x_clr) begin
    D_1us_clk <= 'b0;
   end
   else if( clk_count == P_COUNT_1US) begin
    D_1us_clk <= ~D_1us_clk;
   end
   else begin
    D_1us_clk <= D_1us_clk;
   end
end
always@(posedge clk or negedge x_clr)
begin
   if (!x_clr) begin
    D_1ms_clk <= 'b0;
   end
   else if( clk_count == P_COUNT_1MS) begin
    D_1ms_clk <= ~D_1ms_clk;
   end
   else begin
    D_1ms_clk <= D_1ms_clk;
   end
end
always@(posedge clk or negedge x_clr)
begin
   if (!x_clr) begin
    D_1s_clk <= 'b0;
   end
   else if( clk_count == P_COUNT_1S) begin
    D_1s_clk <= ~D_1s_clk;
   end
   else begin
    D_1s_clk <= D_1s_clk;
   end
end
always@(posedge clk or negedge x_clr)
begin
   if (!x_clr) begin
    D_1m_clk <= 'b0;
   end
   else if( clk_count == P_COUNT_1M) begin
    D_1m_clk <= ~D_1m_clk;
   end
   else begin
    D_1m_clk <= D_1m_clk;
   end
end
always@(posedge clk or negedge x_clr)
begin
   if (!x_clr) begin
    D_1h_clk <= 'b0;
   end
   else if( clk_count == P_COUNT_1H) begin
    D_1h_clk <= ~D_1us_clk;
   end
   else begin
    D_1h_clk <= D_1us_clk;
   end
end
always@(posedge clk or negedge x_clr)
begin
   if (!x_clr) begin
    D_1d_clk <= 'b0;
   end
   else if( clk_count == P_COUNT_1D) begin
    D_1d_clk <= ~D_1us_clk;
   end
   else begin
    D_1d_clk <= D_1us_clk;
   end
end
endmodule
==> Implementation_results.wiki <==
== Metrics ==
{| class="wikitable"
! Metric !! Value
|-
| Result of the run || complete, no violations
|-
| XOR Share, Synth || 15.7%
|-
| CTS resizes || 0
|-
| GRT overflow || 0
|-
| Crit. End Element || primary output
|-
| TritonCTS sink count || 38
|-
| First-pass GRT wire length || 7.02 mm
|-
| Relative slew slack || 55.9%
|-
| Cell area after placement || 2110 sq um
|-
| Fill count || 631
|-
| Master of the slowest instance on the critical path || sky130_fd_sc_hd__clkdlybuf4s50_1
|-
| Peak Freq || 423 MHz
|-
| Total negative slack for setup checks || 0 ns
|-
| Ao+oa area frac || 0%
|-
| Vias after detailed routing || 1,412
|-
| Worst Path Buf+Inv || 1
|-
| Die area || 7000 sq um
|-
| Clock transition at path regs || 0.06 ns
|-
| Area fraction of the dominant cell type after synthesis || 47.5%
|-
| Number of CTS-inserted buffers || 5
|-
| Floorplan core area || 6390 sq um
|-
| Router iterations before antenna repair || 4
|-
| # port buffers || 7
|-
| Layout Cells excl Fill || 275
|-
| Minimum setup slack after placement || 3.84 ns
|-
| Number of global-route vias before repair || 1,397
|-
| RD Place Congestion || 0.878
|-
| Number of diodes || 0
|-
| Chain of cells forming the critical path || clkdlybuf4s50_1
|-
| Simple-gate share of the synthesized area || 31.1%
|-
| Kind of cell adding the most delay to the critical path || buffers and inverters
|-
| Element type at the critical path start || register
|-
| Main logic family after synthesis || simple AND/OR/NAND/NOR gates
|-
| Synthesized instance count || 192
|-
| Class of the tightest hold or removal check || reg -> reg
|-
| Post-CTS Setup Bufs || 0
|-
| Post-layout min period || 2.37 ns
|-
| Init Core Util || 31.3%
|-
| Count of maximum capacitance violations || 0
|-
| Combined area of all synthesized cells || 2000 sq um
|-
| Post-route clock period utilization || 40.1%
|-
| Number of routed nets with antenna violations || 0
|-
| Critical path data required time || 4.72 ns
|-
| Highest cell delay on the worst timing path || 0.49 ns
|-
| Fin worst setup slack || 3.53 ns
|-
| Synth area leader || sky130_fd_sc_hd__dfrtp_1
|-
| Chip area line of the yosys report || 2000 sq um
|-
| Post-detailed-route DRC marker count || 0
|-
| Final Instance Area || 2200 sq um
|-
| Part of the Yosys area used for sequential elements || 47.5%
|-
| Skew final || 0.00916 ns
|-
| Number of top-level pins || 8
|-
| Ratio of total power to cell area || 200 nW/um^2
|-
| Die span in x || 83.7 microns
|-
| Yosys warns || 1
|-
| Buffer depth of the longest clock path || 2
|-
| Post-layout power || 0.000439 W
|-
| Iter 0 DRT Violations || 101
|-
| Share of synthesized area spent on multiplexers || 0%
|-
| OpenROAD warning count || 27
|-
| Core Rows || 29
|-
| Insertion Delay late pin || 0.29 ns
|-
| Largest driver fanout on the critical path || 4
|-
| Routed wire length || 3.86 mm
|-
| Post-Synthesis Mean Instance Area || 10.4 sq um
|-
| Hold violation total from the final report || 0
|-
| Final Slew Violations || 0
|-
| Leakage power total || 1.00 nW
|-
| CP Class || reg -> out
|-
| Synth top area cells || sky130_fd_sc_hd__dfrtp_1, sky130_fd_sc_hd__xor2_1, sky130_fd_sc_hd__xnor2_1, sky130_fd_sc_hd__nand3_1, sky130_fd_sc_hd__nand4_1
|-
| Placed cell count || 269
|-
| Yosys cell count || 192
|-
| CTS tree || done
|-
| Detailed Place HPWL || 2.70 mm
|-
| Post-DR wirelength/cell || 14.0 microns
|-
| Count of unique library cells instantiated by Yosys || 33
|-
| CTS H-Tree Depth || 2
|-
| GR Util All Layers || 12.5%
|-
| Vias/cell || 5.13
|-
| Number of antenna violations at the first check in global routing || 0
|-
| Arrival time at the worst endpoint || 1.19 ns
|-
| Adder Share, Synth || 1.88%
|-
| Most common library cell in the layout ignoring fill and taps || sky130_fd_sc_hd__dfrtp_1
|-
| Most frequent cells in the layout || sky130_fd_sc_hd__dfrtp_1, sky130_fd_sc_hd__xor2_1, sky130_fd_sc_hd__nand3_1, sky130_fd_sc_hd__nor3_1
|-
| Chip height || 83.7 microns
|-
| Largest net degree at the start of global routing || 39
|-
| Proportion of layout cells with a drive suffix above 1 || 8.08%
|-
| Synthesis-stage register bit count || 38
|-
| Cts hold-fix bufs || 0
|-
| Transition time at the pin with the least slew margin || 0.659 ns
|-
| Final setup violation count || 0
|-
| Synthesis-to-finish area growth || 9.75%
|-
| Unrepaired setup endpoints after global routing || false
|-
| Peak supply drop || 0.112 mV
|-
| Buffer cell driving the clock tree root || sky130_fd_sc_hd__clkbuf_8
|}
kinds of logic after synthesis:
group                    Yosys count
AND/OR/NAND/NOR                  102
flip-flops                        38
XOR/XNOR                          36
buffers and inverters             13
adder cells (fa/ha/maj)            3
Yosys cell counts (all sizes together):
| library cell | instances |
|---|---|
| and2 | 3 |
| and2b | 1 |
| and3 | 5 |
| and3b | 1 |
| and4 | 4 |
| and4bb | 2 |
| buf | 3 |
| clkbuf | 5 |
| dfrtp | 38 |
| ha | 3 |
| inv | 5 |
| nand2 | 12 |
| nand3 | 15 |
| nand4 | 12 |
| nand4b | 1 |
| nor2 | 7 |
| nor2b | 2 |
| nor3 | 16 |
| nor4 | 10 |
| nor4b | 4 |
| nor4bb | 2 |
| or3b | 1 |
| or4 | 3 |
| or4b | 1 |
| xnor2 | 12 |
| xor2 | 24 |
power breakdown:
group,internal [W],switching [W],total [W]
logic,0.000000671,0.00000482,0.00000549
registers,0.000260,0,0.000260
clock network,0.0000900,0.0000833,0.000173
total,0.000351,0.0000881,0.000439
sequential cells by signal, summed over array words and instances, names as in the netlist:
register,count
D_1s_clk,1
D_1us_clk,1
D_1h_clk,1
D_1m_clk,1
clk_count,32
D_1d_clk,1
D_1ms_clk,1
routing by layer:
| layer | wire length (microns) | vias to the layer above | GRT usage [%] |
|---|---|---|---|
| met5 | 0 | - | 0 |
| met4 | 68 | 0 | 1.69 |
| met3 | 125 | 7 | 2.01 |
| met2 | 1650 | 20 | 18.0 |
| met1 | 2010 | 686 | 20.8 |
| li1 | - | 699 | - |
worst paths after layout:
path,cells after the start,start,endpoint,slack [ns]
min in group asynchronous,2,x_clr,clk_count[31],0.93
setup / recovery,1,D_1us_clk,D_1us_clk,3.53
max in group asynchronous,2,x_clr,D_1m_clk,4.64
hold reg to reg,1,D_1m_clk,D_1m_clk,0.47
setup reg to reg,5,clk_count[1],clk_count[30],3.91
hold / removal,1,D_1m_clk,D_1m_clk,0.47
final cells by class:
class	count	area [sq um]	area share (%)
clock buffer	6	82.6	3.76
timing repair buffer	8	72.6	3.30
sequential	38	951	43.3
inverter	5	18.8	0.854
tap	77	96.3	4.38
multi-input combinational	141	976	44.4
metrics by stage:
stage                     hold slack [ns]  util (%)
after detailed placement            0.466      33.1
final                               0.472      34.4
after global placement              0.462      33.1
after global routing                0.490      34.4
after floorplan                     0.420         -
after CTS                           0.479      34.4
Power figures rest on the tool's default switching activity, not on a simulated workload.
